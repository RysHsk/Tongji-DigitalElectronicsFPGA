File: /design/flow/config.mk
export PLATFORM = sky130hd
export DESIGN_NAME = counter_12base
export DESIGN_NICKNAME = counter_12base
export VERILOG_FILES = /design/flow/design.v
export SDC_FILE = /design/flow/constraint.sdc
export NUM_CORES = 4
export LEC_CHECK = 1
export CORE_AREA = 10 10 93 93
export DIE_AREA = 0 0 103 103
File: /design/flow/constraint.sdc
current_design counter_12base

set clk_period 4.1
set clk_io_pct 0.2

create_clock -name clk0 -period $clk_period [get_ports {clk}]

set non_clock_inputs [all_inputs -no_clocks]
set_input_delay [expr $clk_period * $clk_io_pct] -clock clk0 $non_clock_inputs
set_output_delay [expr $clk_period * $clk_io_pct] -clock clk0 [all_outputs]
File: /design/flow/design.v
`timescale 1ns / 1ps
module counter_12base(
    input  logic        clk,
    input  logic        rst,
    input  logic [ 7:0] sw_pin,
    output logic [15:0] led
);
    logic clk_1Hz;
    logic [3:0] count;
    clk_1Hz u_clk_1Hz(
        .clk            (clk),
        .clk_1Hz_out    (clk_1Hz)
    );
    counter u_counter(
        .clk_1Hz        (clk_1Hz),
        .rst            (rst),
        .ena            (sw_pin[0]),
        .count          (count)
    );
    assign led[11:8] = count;
    always_comb begin
        led[7:0] = 8'b0;
        led[15:12] = 4'b0;
    end
endmodule
module counter(
    input  logic       clk_1Hz,
    input  logic       rst,
    input  logic       ena,
    output logic [3:0] count
);
    always_ff @(posedge clk_1Hz) begin
        if (!rst) begin
            count <= 4'd0;
        end else if (ena) begin
            if (count == 4'd11)
                count <= 4'd0;
            else
                count <= count + 1;
        end
    end
endmodule
module clk_1Hz(
    input  logic clk,
    output logic clk_1Hz_out
);
    logic [26:0] counter;
    always_ff @(posedge clk) begin
        if (counter == 27'd49_999_999) begin
            counter      <= 0;
            clk_1Hz_out  <= ~clk_1Hz_out;
        end else begin
            counter <= counter + 1;
        end
    end
endmodule
File: /design/flow/run.sh
#!/bin/bash
# OpenROAD 26Q1-2900-gdf79404cd8, Yosys 0.63+post, stock flow scripts
make -C /OpenROAD-flow-scripts/flow DESIGN_CONFIG=/design/flow/config.mk WORK_HOME=/design/flow/orfs finish
==> results.py <==
# Generated from Yosys and OpenROAD reports
metrics = {
    "die": {
        "boundaryPins": 26,
        "core_um2": 6760,
        "die_h_um": 103,
        "die_w_um": 103,
        "chip_area_um2": 10600,
        "fp-row-count": 30,
        "fp_util": 0.228,
    },
    "logic_synthesis": {
        "yosys-stat-cells": 174,
        "synth-async-reset-ratio": 0,
        "edf_count": 1,
        "syn-instance-count": 174,
        "synth_flops": 32,
        "synth_area_per_cell_um2": 8.84,
        "synth_seq_share": 0.423,
        "ys_area_um2": 1540,
        "top_area_cell": "dfxtp_1",
        "yosysUniqueCellTypes": 34,
        "synthFlopType": "dfxtp_1",
        "synthTopCellsByArea": "dfxtp_1 (40%), buf_4 (5.9%), xnor2_1 (5.1%)",
        "syn_area_um2": 1540,
        "yosys.area.top_type_share": 0.403,
        "ys_warn_count": 3,
    },
    "power": {
        "p_per_area_nw_per_um2": 265,
        "total_power_uw": 446,
        "peakVddDrop_uv": 230,
        "leakage_uw": 0.000646,
    },
    "sta": {
        "finalHoldViolations": 0,
        "setup-violations-final": 0,
        "setup_tns_ps": 0,
        "unclocked_regs": 4,
        "rsz0062_at_grt": "no",
        "clock.fmax_mhz": 498,
        "finalMaxSlewViolations": 0,
        "final.min_clock_period_ps": 2010,
        "setup_slack_ps": 2090,
        "skew_ps": 1.51,
        "holdWs_ps": 465,
        "untimed_endpoints": 8,
        "fin_crit_sh": 0.490,
    },
    "setup_path": {
        "critPathMaxFanout": 12,
        "crit_path_frequent_cell": "or4_1",
        "reg2reg_slack_ps": 2090,
        "crit_family": "simple AND/OR/NAND/NOR gates",
        "r2r_cells": 4,
        "worst_setup_path_end_kind": "flip-flop",
        "cp_slowest_cell": "or4_1",
        "cp.required_ps": 4300,
        "crit_buf_inv": 0,
        "r2r-start": "u_clk_1Hz.counter[13]",
        "r2r_end": "u_clk_1Hz.counter[22]",
        "path_cells": "nand3_1, or4_1, or4_1, a21oi_1",
        "start_kind": "flip-flop",
        "arrival_ps": 2210,
        "critPathMaxStageDelay_ps": 730,
        "critPathKind": "reg -> reg",
    },
    "detailed_routing": {
        "routedWlPerCell_um": 10.3,
        "routed_wl_um": 2680,
        "diodes": 0,
        "drtIter0Drc": 62,
        "num_vias": 1148,
        "first_pass_iters": 4,
        "ant_nets": 0,
        "detail_route.vias_per_cell": 4.43,
        "drc": 0,
    },
    "grt": {
        "grt_use_total": 0.0527,
        "grt_pass1_wl_um": 4780,
        "grt_max_degree": 16,
        "grt_remaining_overflow": 0,
        "first_global_vias": 1097,
        "antenna_found_initial": 0,
    },
    "status": {
        "status": "completed",
    },
    "clock_tree": {
        "clk_latency_ps": 270,
        "ctsResizeCount": 0,
        "cts_tree": "built",
        "cts_max_level": 1,
        "numCtsBuffers": 3,
        "clockRootBuffer": "clkbuf_8",
        "cts_setup_buffers": 0,
        "clock_path_buffers": 2,
        "clk_pin_slew_ps": 90,
        "holdBufCountCts": 0,
    },
    "place": {
        "io_buffers": 6,
        "hpwl_um": 2010,
        "gp_routability_congestion": 0.775,
        "place_ws_ps": 2130,
    },
    "hold_path": {
        "min_to": "u_clk_1Hz.counter[26]",
        "hp-class": "reg -> reg",
        "worstHoldStart": "u_clk_1Hz.counter[26]",
        "whs_path_depth": 1,
    },
    "cells_and_area": {
        "drive_gt1_frac": 0.0447,
        "final_cell_mix": "dfxtp_1 (31), nand3_1 (14), conb_1 (12)",
        "area_growth_pct": 9.51,
        "fillers": 754,
        "layout_top_cell": "dfxtp_1",
    },
    "flow_run": {
        "maxCapViolCount": 0,
        "warning_count": 32,
    },
}
## how the worst max path moves through the flow
| stage | start | slack (ps) | endpoint | cells after the start |
|---|---|---|---|---|
| CTS | u_clk_1Hz.counter[13] | 2110 | u_clk_1Hz.counter[22] | 4 |
| finish | u_clk_1Hz.counter[13] | 2090 | u_clk_1Hz.counter[22] | 4 |
| global route | u_clk_1Hz.counter[0] | 1880 | u_clk_1Hz.counter[17] | 6 |
## synth_stat cells (5+ instances only)
master / count
dfxtp_1: 31
nand3_1: 14
buf_4: 12
nor2_1: 10
a21oi_1: 9
inv_1: 9
nand2_1: 9
xnor2_1: 9
or4_1: 7
xor2_1: 7
o21ai_0: 6
nand4_1: 5
nor3_1: 5
## per-stage QoR
step,util,instance area (µm²),std cells
detailed placement,0.241,1630,255
global placement,0.241,1630,255
global route,0.249,1690,259
finish,0.249,1690,259
CTS,0.249,1690,259
floorplan,-,1580,185
## kinds of logic (layout without fill, tap and decap cells)
kind of cell,count (synthesis),after routing,share of synthesized area
AOI/OAI and AO/OA,23,23,0.0878
buffers and inverters,26,20,0.0984
xor gates and xnor gates,16,16,0.0911
DFF,32,32,0.423
adders and majority gates,2,2,0.0163
other,1,12,0.00244
and+or+nand+nor,71,71,0.262
muxes,3,3,0.0195
## flip-flops by register name, indices dropped and copies added, names as in the netlist
signal,count
u_clk_1Hz.counter,27
u_counter.count,4
u_clk_1Hz.clk_1Hz_out,1
## area by class of cell
class	count	area [µm²]	share of cell area
Sequential cell	32	651	0.386
Inverter	9	33.8	0.0200
Tap cell	80	100	0.0594
Clock buffer	4	55.1	0.0327
Multi-Input combinational cell	127	778	0.462
Timing Repair Buffer	7	67.6	0.0401
## metal layers
layer  wire length [µm]  share of wire  track usage
met1               1340           0.50       0.0709
met2               1190           0.44       0.0887
met4                 19         0.0071      0.00321
met3                126          0.047       0.0115
met5                  0              0            0
## power breakdown
part	total [µW]	switching [µW]	internal [µW]
combinational	5.33	2.38	2.95
clock	168	82.1	85.8
sequential	273	0	273
total	446	84.5	362
No activity file was given, so power comes from the tool's default toggle rates.
