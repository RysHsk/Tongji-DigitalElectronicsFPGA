**flow/config.mk**
```make
export PLATFORM = sky130hd
export DESIGN_NAME = top_LS194
export DESIGN_NICKNAME = top_LS194
export VERILOG_FILES = /design/flow/design.v
export SDC_FILE = /design/flow/constraint.sdc
export NUM_CORES = 4
export LEC_CHECK = 1
export CORE_AREA = 10 10 70 70
export DIE_AREA = 0 0 80 80
```
**flow/constraint.sdc**
```tcl
current_design top_LS194

set clk_period 1.2
set clk_io_pct 0.2

create_clock -name clk0 -period $clk_period [get_ports {btn_pin}]

set non_clock_inputs [all_inputs -no_clocks]
set_input_delay [expr $clk_period * $clk_io_pct] -clock clk0 $non_clock_inputs
set_output_delay [expr $clk_period * $clk_io_pct] -clock clk0 [all_outputs]
```
**flow/design.v**
```verilog
`timescale 1ns / 1ps
module top_LS194(
    input  logic        rst,
    input  logic [ 7:0] sw_pin,
    input  logic [ 4:0] btn_pin,
    input  logic [ 7:0] dip_pin,
    output logic [15:0] led
);
    LS194 u_LS194(
        .clk_in     (btn_pin[0]),
        .clr_n      (rst),
        .ena        (dip_pin[0]),
        .s1         (sw_pin[7]),
        .s0         (sw_pin[6]),
        .d          (sw_pin[3:0]),
        .sr         (sw_pin[5]),
        .sl         (sw_pin[4]),
        .q          (led[11:8])
    );
    always_comb begin
        led[7:0] = 8'b0;
        led[15:12] = 4'b0;
    end
endmodule
module LS194(
    input  logic        clk_in,      
    input  logic        clr_n,       
    input  logic        ena,         
    input  logic        s1, s0,      
    input  logic [3:0]  d,           
    input  logic        sr,          
    input  logic        sl,          
    output logic [3:0]  q            
);
    always_ff @(posedge clk_in or negedge clr_n) begin
        if (!clr_n)
            q <= 4'b0000;
        else if (ena) begin
            case ({s1, s0})
                2'b00: q <= q;                          
                2'b01: q <= {sr, q[3:1]};               
                2'b10: q <= {q[2:0], sl};               
                2'b11: q <= d;                          
                default: q <= q;
            endcase
        end
    end
endmodule
```
**flow/run.sh**
```bash
#!/bin/bash
# OpenROAD 26Q1-2900-gdf79404cd8, Yosys 0.63+post, stock flow scripts
make -C /OpenROAD-flow-scripts/flow DESIGN_CONFIG=/design/flow/config.mk WORK_HOME=/design/flow/orfs finish
```
==> deck_impl_summary.md <==
Key Metrics from the Run

Status
  – Outcome: finished clean

Clock network
  – H-Tree Depth: 1
  – CTS root buffer: clkbuf_4
  – CTS buffer count: 3
  – Worst-Skew Late Latency: 210 ps
  – Sink Count: 4
  – Clk buf depth: 2
  – CTS clk-pin slew, worst paths: 30 ps
  – CTS tree: built

Power and ir drop
  – NetSw: 0.111 mW
  – Peak VDD IR: 0.000411 V
  – Pleak: 0.268 nW
  – Power per Cell Area: 868 nW/µm²
  – Switching fraction of total power: 0.223
  – P_int: 0.386 mW
  – Comb power frac: 0.370
  – Register share of total power: 0.344
  – Clk pwr share: 0.286

Critical path
  – Crit Path Class: input pin to flop
  – WP data required: 1320 ps
  – Crit. End Element: flop
  – Reg2reg path depth: 3
  – WP data arrival: 1270 ps
  – Worst-path fanout max: 9
  – Startpoint types: input pin

Logic synthesis
  – Chip Area, Yosys: 384 µm²
  – EDFF count, synth: 0
  – Yosys cell types: 9
  – Syn Area/Cell: 10.7 µm²
  – Top-count cell post-synth: buf_4
  – Yosys Instances: 36
  – Cell Area, Synth: 384 µm²
  – Ys Warns: 2
  – Max-area cell share: 0.261
  – #FFs+latches synth: 4
  – Synth Seq Share: 0.261
  – Largest area contributor in the synthesized netlist: dfrtp_1
  – Most common reg cell: dfrtp_1
  – Top cells by area: dfrtp_1 (26%), buf_4 (25%), a221oi_2 (16%)
  – FFs w/ async S/R, synth: 1.00
  – Cells after Synth: 36

Global route
  – GRT Total Usage: 0.0309
  – Antenna violations before repair: 0
  – Vias in the first global route: 322
  – Largest net degree at the start of global routing: 10
  – First-pass GRT wire length: 1.52 mm
  – Remaining Overflow, GRT: 0

Timing
  – Final setup violation count: 0
  – Final worst path period share: 0.956
  – Fmax: 872 MHz
  – Skew final: 0 ps
  – Fin. Hold Viols: 0
  – Min Tclk post-route: 1150 ps
  – Slew Limit Fails: 0
  – Final setup margin: 52.7 ps
  – RSZ-0062 raised after global routing: no

Floorplan
  – Initial Util: 0.112
  – Core area: 3420 µm²
  – Standard-cell rows: 21
  – # IOs: 38
  – Die Wd: 80 µm
  – Chip area: 6400 µm²
  – Vert. Die Dim: 80 µm

Finish
  – Gate Area: 213 µm²
  – Fillers: 399
  – Register area: 100 µm²
  – Layout cells sized above 1: 0.236
  – Largest regs: u_LS194.q (4)
  – Post-layout util: 0.168
  – Largest register FFs: 4
  – Biggest register: u_LS194.q
  – Post-route cell area: 573 µm²
  – Area Growth Syn to Fin: 49.2%

Drt
  – Vias per cell: 2.75
  – DR iter-0 viols: 3
  – DRT Wirelength: 979 µm
  – Via count: 278
  – Detailed-router iteration count before antenna repair: 3
  – Final ANT Viol Nets: 0
  – Wire per inst: 9.69 µm
  – # diodes: 0
  – Remaining DRCs: 0

Placed design
  – RePlAce Congestion: 0.737
  – Detail Placement HPWL: 826 µm
  – DP Area: 533 µm²
  – Port bufs: 14
  – Worst Setup Slack post-DPL: -163 ps

Worst hold path
  – Worst min path class: input pin to asynchronous set/reset pin

Job
  – OpenROAD warning count: 56
  – Max-cap violations: 0
## metrics by stage
stage                     setup TNS [ps]  hold WS, ps  total power [mW]  instances
after floorplan                        0        -55.6             0.275         47
after global placement              -559          460             0.348         95
after detailed placement            -594          462             0.351         95
after CTS                              0          209             0.536        101
after global routing                   0          215             0.577        101
final                                  0          232             0.497        101
## area by class of cell
cell class	count	share of cell area
multi-input combinational	26	0.371
timing repair buffer	18	0.288
sequential	4	0.175
tap	46	0.100
clock buffer	3	0.0393
inverter	4	0.0262
## final timing paths
kind                                   start            to  slack [ps]
worst max-delay path               sw_pin[6]  u_LS194.q[1]          50
worst min-delay path                     rst  u_LS194.q[3]         230
worst max register to register  u_LS194.q[1]  u_LS194.q[0]         260
worst min register to register  u_LS194.q[3]  u_LS194.q[3]         540
max in group asynchronous                rst  u_LS194.q[0]         800
min in group clk0               u_LS194.q[3]  u_LS194.q[3]         540
## cell families after synthesis
group | count (synthesis) | synth area share
simple gates | 5 | 0.153
flops | 4 | 0.261
mux | 4 | 0.104
other cells | 1 | 0.00976
compound gates | 5 | 0.179
buf+inv | 17 | 0.293
## timing repair
item | 4_1_cts | 5_1_grt
gates resized | 4 | 0
buffers inserted | 3 | 0
setup endpoints to repair | 4 | 0
hold buffers | 0 | 0
## power groups by stage
| stage | clock (mW) | combinational [mW] | sequential [mW] |
|---|---|---|---|
| finish | 0.142 | 0.184 | 0.171 |
| CTS | 0.175 | 0.190 | 0.171 |
| global route | 0.198 | 0.203 | 0.175 |
## cell usage in the layout (no fill, tap or decap)
master	instances
a221oi_2	4
and4bb_1	4
conb_1	12
dfrtp_1	4
inv_1	4
buf_4	4
clkbuf_4	3
dlygate4sd2_1	4
o21ai_2	1
and2_4	1
mux2i_1	4
clkdlybuf4s50_1	10
## routing by layer
layer / global-route usage / vias up / routed length (µm)
li1: - / 143 / -
met1: 0.0434 / 117 / 500
met2: 0.0337 / 18 / 311
met3: 0.0295 / 0 / 168
met4: 0 / 0 / 0
met5: 0 / - / 0
## worst max-delay path: stages
cell and delay [ps]:
clkdlybuf4s50_1 460, buf_4 170, o21ai_2 110, a221oi_2 280
No activity file was given, so power comes from the tool's default toggle rates.
