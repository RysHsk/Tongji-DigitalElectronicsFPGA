==> flow/design.v <==
`timescale 1ns / 1ps
module flowing_light(
       input clk,
       input rst,
       output [15:0] led
);
     reg [23 : 0] cnt_reg;
     reg [15 : 0] light_reg;
     always @ (posedge clk)
          begin
               if (!rst)
               cnt_reg <= 0;
               else
               cnt_reg <= cnt_reg + 1;
          end
     always @ (posedge clk)
          begin
               if (!rst)
               light_reg <= 16'h0001;
               else if (cnt_reg == 24'hffffff) 
               begin
                    if (light_reg == 16'h8000)
                        light_reg <= 16'h0001;
               else
                    light_reg <= light_reg << 1;
               end
          end
assign led = light_reg;
endmodule
==> flow/run.sh <==
#!/bin/bash
# OpenROAD 26Q1-2900-gdf79404cd8, Yosys 0.63+post, stock flow scripts
make -C /OpenROAD-flow-scripts/flow DESIGN_CONFIG=/design/flow/config.mk WORK_HOME=/design/flow/orfs finish
==> flow/config.mk <==
export PLATFORM = sky130hd
export DESIGN_NAME = flowing_light
export DESIGN_NICKNAME = flowing_light
export VERILOG_FILES = /design/flow/design.v
export SDC_FILE = /design/flow/constraint.sdc
export NUM_CORES = 4
export LEC_CHECK = 1
export CORE_UTILIZATION = 40
==> flow/constraint.sdc <==
current_design flowing_light

set clk_period 5.9
set clk_io_pct 0.2

create_clock -name clk0 -period $clk_period [get_ports {clk}]

set non_clock_inputs [all_inputs -no_clocks]
set_input_delay [expr $clk_period * $clk_io_pct] -clock clk0 $non_clock_inputs
set_output_delay [expr $clk_period * $clk_io_pct] -clock clk0 [all_outputs]
==> run notes <==
run results: DP Area approximately 1900 µm², chip area 4550 µm², clock share of power between 30% and 40%, Iter 0 DRT Violations between 70 and 80, clock buffer depth 2, Row Count 23, GRT Total Usage between 10% and 20%, hold_buf cts 0, final instance area ~2000 µm², met2 WL 1.24 mm, Late-Pin Clk Latency about 0.29 ns, vias in the first global route ~1,200, Worst-Margin Slew a little under 0.9 ns, Via density about 5.3, Die Ht between 60 and 70 µm, Syn. warnings 1, CTS sink cnt 40, metal1 wirelength 1.70 mm, Post-Route Setup TNS 0 ns, P_leak 0.643 nW, PwrDens roughly 230 nW/µm², HPWL Detailed about 2.1 mm, Worst VDD drop around 0.15 mV, via count around 1,300, floorplan core density a little over two fifths, Power, Total roughly 0.45 mW, Mapped Cells ~180, Worst Path Arrival between 3 and 4 ns, Routed WL per cell about 13 µm, max layer used met4, tool warning count 25, IO buf count 17, grt ovf 0, Chip Width between 60 and 70 µm, Ant. Diodes 0, Cell Type Count 27, Final Critical Period between 2 and 3 ns, Setup Viol. Count Final 0, Sw Pwr roughly 0.093 mW, final hold violation count 0, CTS tree yes, class of the worst hold path flop to flop, core area 4060 µm², part of the power in registers 61.0%, Max FO, Critical Path 22, CP endpoint kind flop, Switching Share a little over a fifth, worst setup margin just over 3 ns, largest net degree at the start of global routing 23, critical path class primary input to flop, Place WS about 2.7 ns, syn avg cell area 9.52 µm², DRT Wirelength between 3 and 4 mm, TritonRoute pass-1 iters 4, Post-Syn Area 1710 µm², CTS clk-pin slew, worst paths 0.08 ns, Num CTS Buffers 5, fin crit share 48.7%, chip area in the Yosys report 1710 µm², internal power about 0.35 mW, drc violations 0, H-tree lvl count 2, max reg flops 24, yosys stat cell total between 150 and 200, area delta synth->final 13.9%, status finished, final reports clean, initial antenna violation count 0, RD Place Congestion around 0.8, Setup Skew about 0.010 ns, Critical Path RT 6.08 ns, MaxCap Viol Count 0, CTS Root Cell clkbuf_8, worst rel slew slack 40.6%, kind of start point of the critical path primary input, fin. max-slew vios 0, Post-CTS Setup Repair Bufs 0, WL met3 approximately 100 µm, combinational fraction of design power approximately 1.8%, post-detailed-route count of antenna-violating nets 0, share of layout cells above drive strength 1 4.10%, register bit total from synthesis 40, Max Freq between 300 and 400 MHz, CTS-repair resized insts 0, first-pass GRT wire length 5.20 mm, I/O Pins 18, sequential area share after synthesis between 40% and 50%, RSZ-0062 raised after global routing false
[cell usage in the layout, fill, tap and decap left out, types with 2 or more instances in the layout]
master,count
dfxtp_1,40
nand2_1,24
clkdlybuf4s50_1,17
mux2i_1,16
nor2_1,11
a21oi_1,10
xor2_1,9
nand3_1,8
nand4_1,7
o31ai_1,6
or4_1,6
and4_1,5
and3_1,5
clkbuf_8,5
o21ai_0,4
or3_1,4
and2_1,3
nor4_1,3
inv_1,2
xnor2_1,2
[worst max-delay path: stages]
cell and delay, ns:
clkdlybuf4s50_1 0.93, inv_1 0.54, o31a_1 0.40
[metal layers]
layer	global-route usage (%)	up-vias
li1	-	680
met1	23.9	598
met2	21.4	21
met3	2.74	8
met4	2.93	0
met5	0	-
[power groups by stage]
stage / Sequential [mW] / Combinational [mW] / Clock [mW]
CTS: 0.273 / 0.00815 / 0.171
global route: 0.273 / 0.00926 / 0.182
finish: 0.273 / 0.00805 / 0.166
[worst paths after layout]
path,from,to,slack (ns),cells after the start
max,rst,light_reg[0],3.02,3
min,cnt_reg[0],cnt_reg[0],0.47,1
max reg2reg,cnt_reg[0],light_reg[10],3.64,5
min reg2reg,cnt_reg[0],cnt_reg[0],0.47,1
[final cells by class]
class,count,area (µm²)
Multi-Input combinational cell,129,833
Sequential cell,40,801
Clock buffer,6,72.6
Inverter,2,7.51
Timing Repair Buffer,17,170
Tap cell,50,62.6
Clock inverter,1,5.00
Fill cell,361,2110
[synth_stat cells]
cell | number | share of area [%]
nand2b_1 | 1 | 0.37
o31ai_1 | 6 | 2.6
nand4_1 | 7 | 2.6
nand3_1 | 8 | 2.3
nand2_1 | 24 | 5.3
or4_1 | 6 | 2.6
buf_2 | 1 | 0.29
or3_1 | 4 | 1.5
nor2_1 | 11 | 2.4
mux2i_1 | 16 | 9.3
a21oi_1 | 10 | 2.9
nor4_1 | 3 | 1.1
clkbuf_1 | 3 | 0.66
and4_2 | 1 | 0.58
and2_1 | 3 | 1.1
o31a_1 | 1 | 0.51
dfxtp_1 | 40 | 47
nand3_4 | 1 | 1.0
buf_6 | 5 | 3.3
and4_1 | 5 | 2.6
and3_1 | 5 | 1.8
ha_1 | 1 | 0.73
xor2_1 | 9 | 4.6
xnor2_1 | 2 | 1.0
inv_1 | 2 | 0.44
nor4b_1 | 1 | 0.51
o21ai_0 | 4 | 1.2
[logic make-up (layout without fill, tap and decap cells)]
kind of cell | count (synthesis) | in the layout | share of synthesized area [%]
flops | 40 | 40 | 46.7
simple gates | 80 | 80 | 25.7
mux | 16 | 16 | 9.34
fa+ha+maj | 1 | 1 | 0.730
xor+xnor | 11 | 11 | 5.62
compound gates | 21 | 21 | 7.23
buf+inv | 11 | 26 | 4.67
[through the flow]
step | hold WS [ns] | util (%) | std cells
finish | 0.466 | 48.1 | 245
global route | 0.493 | 48.1 | 245
CTS | 0.473 | 48.1 | 245
detailed placement | 0.457 | 46.2 | 238
global placement | 0.441 | 46.2 | 238
floorplan | 0.426 | - | 180
Power and IR drop assume default switching activity.
